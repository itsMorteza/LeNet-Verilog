==> flow/design.v <==
`timescale 1ns / 1ps
module pixel_generator(
	input 						clk,
	input 			[9:0] 	pixel_x,
	input 			[9:0] 	pixel_y,
	input    		[7:0] 	pixel_in,
	input 						h_video_on,v_video_on,
	output 	reg 	[7:0] 	rgb
   );
		always@(posedge clk)begin  
			if(h_video_on && v_video_on)begin
				if(pixel_x>208 && pixel_x<432 && pixel_y>128&& pixel_y<352)begin
					rgb = pixel_in;
				end
			end
			else begin
					rgb <= 7'b0;
			end
		end
endmodule
==> flow/run.sh <==
#!/bin/bash
# OpenROAD 26Q1-2900-gdf79404cd8, Yosys 0.63+post, stock flow scripts
make -C /OpenROAD-flow-scripts/flow DESIGN_CONFIG=/design/flow/config.mk WORK_HOME=/design/flow/orfs finish
==> flow/config.mk <==
export PLATFORM = sky130hd
export DESIGN_NAME = pixel_generator
export DESIGN_NICKNAME = pixel_generator
export VERILOG_FILES = /design/flow/design.v
export SDC_FILE = /design/flow/constraint.sdc
export NUM_CORES = 4
export LEC_CHECK = 1
export CORE_AREA = 10 10 70 70
export DIE_AREA = 0 0 80 80
==> flow/constraint.sdc <==
current_design pixel_generator

set clk_period 3.4
set clk_io_pct 0.2

create_clock -name clk0 -period $clk_period [get_ports {clk}]

set non_clock_inputs [all_inputs -no_clocks]
set_input_delay [expr $clk_period * $clk_io_pct] -clock clk0 $non_clock_inputs
set_output_delay [expr $clk_period * $clk_io_pct] -clock clk0 [all_outputs]
==> results.cfg <==
; synthesis and place-and-route metrics
[synth]
seq_area_frac_synth_pct = 32.2
synth.comb.largest_family = AND-OR/OR-AND gates
synth-area-yosys_um2 = 497
synth.ff_latch_count = 8
mux_area_fraction_pct = 0
adder_cell_fraction_of_synth_area_pct = 0
ys_cells = 49
synth.avg_cell_area_um2 = 10.1
ys_warn_count = 1
synthArstFlopShare_pct = 0
top_cell_area_share_pct = 32.2
synth_top_flop_cell = sky130_fd_sc_hd__dfxtp_1
synthesis.instances = 49
synth.area.top_cells = sky130_fd_sc_hd__dfxtp_1 (32%), sky130_fd_sc_hd__o2111ai_1 (14%), sky130_fd_sc_hd__o31ai_1 (12%)
synth_simple_gate_area_share_pct = 12.6
post_synth_ao_oa_area_fraction_pct = 44.1
edf_count = 0
xor_xnor_area_share_pct = 0
synth_area_um2 = 497
cell_type_with_the_largest_total_area = sky130_fd_sc_hd__dfxtp_1
synth_cell_types = 18

[critical_path]
critical_path_peak_fanout = 16
crit_path_arrival_time_ns = 2.59
start_kind = input pin
crit_path_max_incr_delay_ns = 0.69
crit_chain = clkdlybuf4s50_1, o41ai_2, nand2b_1, a311oi_4, o2111ai_1, o31ai_1
worst_path_dominant_cell_family = AND-OR/OR-AND gates
timing.critical_path.slowest_stage_cell = sky130_fd_sc_hd__a311oi_4
worstSetupPathType = in -> reg
worst-path-buf-inv = 1
reg2regPathDepth = 2
worstReg2RegStart = rgb[0]
worst_setup_path_end_kind = flip-flop
critical_path.reg2reg.endpoint = rgb[0]
timing.critical_path.required_ns = 3.57
r2r_setup_slack_ns = 2.75

[finish]
layout_top_cell = sky130_fd_sc_hd__clkdlybuf4s50_1
area_growth_pct = 83.1
layout-drive-gt1-share_pct = 8.24
layout_top_cells_excl_fill_tap = sky130_fd_sc_hd__clkdlybuf4s50_1 (38), sky130_fd_sc_hd__nand3_1 (9), sky130_fd_sc_hd__o2111ai_1 (8), sky130_fd_sc_hd__o31ai_1 (8), sky130_fd_sc_hd__dfxtp_1 (8)
reg.largest.list = rgb: 8 flops
max_flop_register = rgb
layoutNonFillerInstCount = 131
final_cell_area_um2 = 910
finish.utilization_pct = 26.6
largest_reg_flops = 8

[placed_design]
post-place-ws_ns = 0.717
detail_placement_hpwl_mm = 1.44
place.gp.congestion = 0.807
postPlaceCellArea_um2 = 887
port-buffer-count = 38
post-place-cells = 128

[hold_path]
worst_hold_check_path_type = reg -> reg
min_to = rgb[2]
hold_path_start = rgb[2]
holdPathStages = 2

[global_route]
grt.overflow.total = 0
pin_count_of_the_biggest_net_entering_global_routing = 17
grt_antenna_before_repair = 0
via_count_of_the_first_global_routing_pass = 545
groute.usage.overall_pct = 5.14
grt_first_pass_wirelength_mm = 2.66

[detailed_routing]
routed_wire_length_per_instance_um = 13.5
drc = 0
drt_iter0_markers = 4
route.detailed.vias_per_inst = 4.39
routed_wl_mm = 1.76
antennaDiodeCount = 0
drt_pass1_iterations = 4
num_vias = 575
ant_nets = 0

[power_and_ir_drop]
power_density_mw_per_mm2 = 252
static-leakage-power_uw = 0.000284
vdd.ir_drop.worst_mv = 0.110

[sta]
setup_tns_ns = 0
worst_pin_slew_ns = 0.717
achievable-frequency_ghz = 0.414
finalSetupViolations = 0
clock-skew-final_ns = 0
final.period_utilization_pct = 71.1
slew-limit-headroom_pct = 52.2
timing.final.hold_violations = 0
final-max-slew-violation-count = 0
setup_repair_after_global_routing_missed_its_margin = false
timing.final.crit_period_ns = 2.42
timing.final.ws_setup_ns = 0.982

[floorplanning]
placementRows = 21
floorplan.core_area_mm2 = 0.00342
design.portCount = 39
fp_util_pct = 14.5
die_width_um = 80
dieArea_mm2 = 0.00640
floorplan.die.height_um = 80

[status]
run_status = completed

[job]
warnings = 25
max_cap_violations = 0

[clock_network]
clock-sinks = 8
cts_tree = done
cts_setup_buffers = 0
tritoncts.num_buffers = 3
cts_hold_repair.buffers = 0
htreeDepth = 1
clk_transition_reported_paths_ns = 0.06
clockBufferDepth = 2
post_cts_resize_count = 0
latency_at_later_pin_ns = 0.25
clock_tree.root_cell = sky130_fd_sc_hd__clkbuf_4
==> kinds of logic after synthesis <==
family | count (synthesis)
DFF | 8
and+or+nand+nor | 12
AOI/OAI and AO/OA | 23
buffers and inverters | 6
==> metrics by stage <==
stage	total power [µW]	hold WS, ns
5_1_grt	242	0.543
3_3_place_gp	159	0.506
4_1_cts	232	0.522
2_1_floorplan	121	0.468
6_report	229	0.515
3_5_place_dp	161	0.515
==> metal layers <==
layer | GRT usage (%) | vias to the layer above | wire, µm
met5 | 0 | - | 0
met4 | 0.704 | 0 | 0
met3 | 2.84 | 0 | 257
met2 | 6.34 | 35 | 681
met1 | 7.59 | 255 | 825
li1 | - | 285 | -
==> tightest hold or removal path: stages, from the launching register on <==
cell and delay (ns):
sky130_fd_sc_hd__dfxtp_1 0.31, sky130_fd_sc_hd__o2111ai_1 0.09, sky130_fd_sc_hd__o31ai_1 0.07
==> how the worst max path moves through the flow <==
stage	startpoint	endpoint	cells after the start
finish	pixel_x[0]	rgb[0]	6
global route	pixel_x[0]	rgb[5]	6
CTS	pixel_x[0]	rgb[0]	6
==> area by class of cell <==
class | count | area, µm²
timing repair buffer | 39 | 388
fill | 378 | 2510
multi-input combinational | 35 | 282
clock buffer | 3 | 22.5
sequential | 8 | 160
tap | 46 | 57.6
==> where the power goes <==
part	switching (µW)	internal, µW	leakage, µW
Clock	30.8	40.3	0.0000138
Sequential	0.711	95.2	0.0000646
Combinational	23.0	39.5	0.000205
Total	54.5	175	0.000284
==> cells in the mapped netlist, types with 2 or more instances <==
cell                        count
sky130_fd_sc_hd__nand3_1        9
sky130_fd_sc_hd__dfxtp_1        8
sky130_fd_sc_hd__o2111ai_1      8
sky130_fd_sc_hd__o31ai_1        8
sky130_fd_sc_hd__a21o_1         2
sky130_fd_sc_hd__buf_6          2
No activity file was given, so power comes from the tool's default toggle rates.
