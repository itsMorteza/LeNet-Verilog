[flow/config.mk]
export PLATFORM = sky130hd
export DESIGN_NAME = mixer_pixel
export DESIGN_NICKNAME = mixer_pixel
export VERILOG_FILES = /design/flow/design.v
export SDC_FILE = /design/flow/constraint.sdc
export NUM_CORES = 4
export LEC_CHECK = 1
export CORE_AREA = 10 10 104 104
export DIE_AREA = 0 0 114 114
[flow/constraint.sdc]
current_design mixer_pixel

set clk_period 4.7
set clk_io_pct 0.2

create_clock -name clk0 -period $clk_period

set non_clock_inputs [all_inputs -no_clocks]
set_input_delay [expr $clk_period * $clk_io_pct] -clock clk0 $non_clock_inputs
set_output_delay [expr $clk_period * $clk_io_pct] -clock clk0 [all_outputs]
[flow/design.v]
`timescale 1ns / 1ps
module mixer_pixel(
		input 	signed [7:0] 	A,
		input		signed [7:0]		floating,
		output 	signed [7:0]	B
    );
	 assign 	B = A*floating;
	 wire 	[15:0]	result;
endmodule
[flow/run.sh]
#!/bin/bash
# OpenROAD 26Q1-2900-gdf79404cd8, Yosys 0.63+post, stock flow scripts
make -C /OpenROAD-flow-scripts/flow DESIGN_CONFIG=/design/flow/config.mk WORK_HOME=/design/flow/orfs finish
==> impl_metrics.py <==
# Metrics from the implementation run
metrics = {
    "run_status": {
        "outcome": "complete, but fails checks",
        "violations": "setup timing",
    },
    "global_route": {
        "grt_max_degree": 7,
        "grt_antenna_before_repair": 0,
        "grt_pass1_vias": 927,
        "overflow": 0,
        "grt.total_usage_pct": 3.79,
        "grt_first_pass_wirelength_mm": 4.10,
    },
    "layout": {
        "area_growth_pct": 73.4,
        "post-route-util_pct": 18.9,
        "clkbuf_count": 0,
        "flop_area_um2": 0,
        "final_layout_size_suffix_gt1_share_pct": 53.3,
        "nFillCells": 987,
        "mostFrequentLayoutCells": "15 x buf_4, 14 x inv_1, 11 x inv_2",
        "ff_count": 0,
        "layout.cells.most_common": "buf_4",
        "comb_area_um2": 1030,
    },
    "clocking": {
        "cts_hold_buf": 0,
    },
    "place": {
        "io_buffers": 24,
        "hpwl_mm": 2.15,
        "place_congestion": 0.810,
    },
    "final_timing": {
        "finalCritPeriodShare_pct": 104,
        "fmax_ghz": 0.204,
        "hold_ws_ns": 2.55,
        "slew_violations": 0,
        "rsz0062_at_grt": "yes",
        "fin_ws_ns": -0.196,
        "setup_viol": 1,
        "relSlewSlack_pct": 87.0,
        "hold_violations": 0,
        "worstMarginPinSlew_ns": 0.194,
        "period_needed_ns": 4.90,
    },
    "pwr": {
        "swShare_pct": 39.4,
        "p_switching_w": 0.000129,
        "ir_worst_vdd_v": 0.000164,
        "comb_power_share_pct": 100.0,
        "share_seq_of_total_power_pct": 0,
        "total_leakage_power_nw": 0.747,
        "power.density_nw_per_um2": 199,
        "p_clk_share_pct": 0,
        "internal_power_w": 0.000198,
    },
    "floorplan": {
        "ioPinCount": 24,
        "rows": 34,
        "chipArea_um2": 13000,
        "fp_util_pct": 10.9,
        "fp.dieH_um": 114,
        "core_area_um2": 8680,
        "die_w_um": 114,
    },
    "flow_run": {
        "tool_warnings": 34,
        "cap_violations": 0,
    },
    "setup_path": {
        "crit_required_ns": 3.76,
        "start_kind": "input pin",
        "worst_ep_arrival_time_ns": 3.96,
        "crit_path_max_fanout": 2,
        "end_kind": "primary output",
        "path_class": "in -> out",
    },
    "routing": {
        "via_per_inst": 3.10,
        "wire_per_inst_um": 8.98,
        "n_antenna_cell": 0,
        "ant_nets": 0,
        "drc_errors": 0,
        "routed_wirelength_mm": 2.32,
        "dr.pass1.iters": 2,
        "drt_iter0_drc": 6,
        "vias": 800,
    },
    "logic_synthesis": {
        "syn_area_um2": 948,
        "synth_cell_types": 14,
        "synth_top_area_share_pct": 25.3,
        "yosysWarnings": 0,
        "synth-seq-area-share_pct": 0,
        "top_area_cell": "fa_1",
        "topCellsByArea": "fa_1 25%, ha_1 25%, inv_1 9.9%",
        "syn_area_per_cell_um2": 8.70,
        "synth_cells": 109,
        "ys_cells": 109,
        "yosys_area_um2": 948,
    },
    "hold_path": {
        "hold_class": "in -> out",
    },
}
==> worst max-delay path, cell delays in order <==
cell and delay, ns:
buf_8 0.08, nand2_4 0.05, fa_2 0.38, fa_1 0.51, inv_1 0.04, ha_1 0.26, inv_1 0.05, fa_1 0.49
inv_1 0.05, ha_1 0.28, a21o_1 0.18, a21oi_4 0.13, xnor3_1 0.23, xnor3_1 0.17, buf_2 0.12
==> power by group through the flow <==
stage | logic [W] | clock network, W | registers [W]
after CTS | 0.000310 | 0 | 0
after global routing | 0.000375 | 0 | 0
final | 0.000327 | 0 | 0
==> path summary, 6_finish.rpt <==
check / startpoint / endpoint / slack, ns / cells past startpoint
setup / recovery: A[0] / B[7] / -0.20 / 15
hold / removal: A[5] / B[7] / 2.55 / 6
==> per-layer routing <==
| layer | vias up | GRT usage, % | wire length, um | part of all wire (%) |
|---|---|---|---|---|
| li1 | 409 | - | - | - |
| met1 | 374 | 4.60 | 1040 | 45 |
| met2 | 17 | 7.18 | 1180 | 51 |
| met3 | 0 | 0.638 | 89 | 3.8 |
| met4 | 0 | 0 | 0 | 0 |
| met5 | - | 0 | 0 | 0 |
==> what timing repair did <==
item,4_1_cts,5_1_grt
pin swaps,17,10
endpoints found under the setup margin,4,4
gates resized,96,19
buffers inserted,1,1
==> per-stage QoR <==
| stage | power [W] | worst slack (ns) | cells | instance area (um^2) | TNS [ns] |
|---|---|---|---|---|---|
| finish | 0.000327 | -0.196 | 258 | 1640 | -0.196 |
| global placement | 0.000317 | -1.23 | 256 | 1500 | -3.55 |
| floorplan | 0.000162 | 0.0714 | 109 | 1020 | 0 |
| global route | 0.000375 | -0.340 | 258 | 1640 | -0.359 |
| detailed placement | 0.000315 | -1.21 | 256 | 1500 | -3.47 |
| CTS | 0.000310 | -0.269 | 257 | 1580 | -0.269 |
==> cell type report <==
class | instances | share of cell area (%)
Inverter | 25 | 5.71
Multi-Input combinational cell | 84 | 62.6
Tap cell | 108 | 8.22
Timing Repair Buffer | 41 | 23.5
==> cell families after synthesis <==
logic type      Yosys count  share of synthesized area (%)
compound gates            2                           1.32
xor+xnor                 15                           17.5
fa+ha+maj                31                           50.4
buf+inv                  25                           9.89
simple gates             36                           20.8
==> synth_stat cells <==
| cell | instances |
|---|---|
| and2_1 | 13 |
| a21o_1 | 1 |
| fa_1 | 12 |
| nand2_1 | 14 |
| xnor2_1 | 10 |
| and2_2 | 6 |
| a21oi_1 | 1 |
| nand2_2 | 2 |
| xnor3_1 | 2 |
| nor2b_1 | 1 |
| xnor2_2 | 1 |
| inv_1 | 25 |
| xor2_1 | 2 |
| ha_1 | 19 |
Power and IR drop assume default switching activity.
