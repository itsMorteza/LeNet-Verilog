==> flow/design.v <==
`timescale 1ns / 1ps
module MAX_POOL #(
		parameter   integer WIDTH = 2,
		parameter 	integer HEIGHT = 2,
		parameter   integer CHANNEL = 3
    )
    (
    input 		[8 * WIDTH * HEIGHT * CHANNEL - 1 : 0]			indata,
	 input																	clk,
	 input 																	enable,
    output 	reg [7 : 0]												 	result,
	 output  reg [7:	0]													adrressout,
	 output	reg															maxpoolingdone,
	 output	reg 															maxpoolFIN
    );
    wire [8 - 1 : 0] dataArray[0 : CHANNEL - 1][0 : HEIGHT-1][0 : WIDTH - 1];
    wire [8 * 4 * HEIGHT * WIDTH - 1 : 0]data_Array;
	 reg 	[7:0] 	C_adr;
	 reg 	[7:0] 	X_adr;
	 reg 	[7:0] 	Y_adr;
    genvar 			i, j, k, m, n;
	 wire [20:0]	address;
	 wire [7:0] 	channel_ad;
    generate       
        for(i = 0; i < CHANNEL; i = i + 1) begin
            for(j = 0; j < HEIGHT; j = j + 1) begin
                for(k = 0; k < WIDTH; k = k + 1) begin
                    assign dataArray[i][j][k] = indata[(i * HEIGHT * WIDTH + j * HEIGHT + k)
						  * WIDTH + WIDTH +: 8];
                end
            end
        end      
    endgenerate
   initial begin
		C_adr	=	0;
		X_adr = 	0;
		Y_adr	=	0;
	end
    maxpool Pooling (
								 .in1(dataArray[C_adr][2*Y_adr][2*X_adr]), 
								 .in2(dataArray[C_adr][2*Y_adr][2*X_adr+1]), 
								 .in3(dataArray[C_adr][2*Y_adr+1][2*X_adr]), 
								 .in4(dataArray[C_adr][2*Y_adr+1][2*X_adr+1]), 
								 .op(result));
	always @ (posedge clk)begin
		if (enable) begin
			adrressout = C_adr * HEIGHT * WIDTH / 4  + Y_adr * WIDTH/2 + X_adr;
			X_adr = X_adr + 1; maxpoolingdone  = 1;
			if (X_adr	==		WIDTH/2) begin
				X_adr = 0;
				Y_adr = Y_adr + 1;
			end
			if (Y_adr	==		HEIGHT/2) begin
				Y_adr = 0;
				C_adr = C_adr + 1;
			end
			if (C_adr	==		CHANNEL) begin
				C_adr = 0;
				maxpoolFIN  =  1 ;
			end
		end
		else begin
			maxpoolingdone = 0;
			C_adr	=	0;
			X_adr = 	0;
			Y_adr	=	0;
		end
	end
endmodule
`timescale 1ns / 1ps
module maxpool(
		input 			[7:0]		in1,
		input				[7:0]		in2,
		input				[7:0]		in3,
		input				[7:0]		in4,
		input							clk,		
		input 						enable,	 
		output	reg	[7:0]		op		
    );
	 always @ (posedge clk) begin
			if (enable) begin
						  if (in1 > in2 	&& in1 > in3 	&& in1 > in4) begin
							op		=	in1;
					end
					else if (in2 > in3 	&& in2 > in4 		&& in2 >=in1) begin
							op		=	in2;
					end
					else if (in3 >	in4 && in3 >= in2 	&& in3>= in1) begin
							op		=	in3;
					end
					else if (in4 >= in3 && in4 >= in2 && in4 >= in1) begin
							op		=	in4;
					end
			end
	 end
endmodule
==> flow/run.sh <==
#!/bin/bash
# OpenROAD 26Q1-2900-gdf79404cd8, Yosys 0.63+post, stock flow scripts
make -C /OpenROAD-flow-scripts/flow DESIGN_CONFIG=/design/flow/config.mk WORK_HOME=/design/flow/orfs finish
==> flow/config.mk <==
export PLATFORM = sky130hd
export DESIGN_NAME = MAX_POOL
export DESIGN_NICKNAME = MAX_POOL
export VERILOG_FILES = /design/flow/design.v
export SDC_FILE = /design/flow/constraint.sdc
export NUM_CORES = 4
export LEC_CHECK = 1
export CORE_UTILIZATION = 40
==> flow/constraint.sdc <==
current_design MAX_POOL

set clk_period 4.6
set clk_io_pct 0.2

create_clock -name clk0 -period $clk_period [get_ports {clk}]

set non_clock_inputs [all_inputs -no_clocks]
set_input_delay [expr $clk_period * $clk_io_pct] -clock clk0 $non_clock_inputs
set_output_delay [expr $clk_period * $clk_io_pct] -clock clk0 [all_outputs]
==> flow_summary.json <==
{
  "slew_viol_final": 0,
  "placementRows": 25,
  "maxSlewHeadroom_pct": 59.6,
  "track_usage_pct": 14.5,
  "post_cts_buffers": 0,
  "yosysCellCount": 216,
  "ys_chip_area_sq_um": 2070,
  "drt_iter0_drc": 75,
  "path_max_fanout": 10,
  "synth.distinct_cells": 42,
  "placed_area_sq_um": 2200,
  "cap_violations": 0,
  "root_buffer": "clkbuf_8",
  "async_reset_ff_share_pct": 0,
  "place_ws_ns": 1.40,
  "flop_area_sq_um": 741,
  "finalWorstSetupSlack_ns": 1.39,
  "cts_resized": 0,
  "drtAntennaViolNets": 0,
  "h-tree-depth": 2,
  "die_y_um": 73.9,
  "chipArea_sq_um": 5470,
  "viasPerCell": 4.76,
  "vias": 1408,
  "syn_area_sq_um": 2070,
  "critPathBufInv": 1,
  "initCoreUtil_pct": 42.7,
  "crit_family": "AND-OR/OR-AND gates",
  "power_density_nw_per_um2": 320,
  "warnings": 122,
  "ys_seq_share_pct": 35.8,
  "clock_latency_ns": 0.28,
  "rsz0062_at_grt": "no",
  "antenna_found_initial": 0,
  "peakVddDrop_mv": 0.121,
  "top_area_cell": "dfxtp_1",
  "arrival_ns": 3.35,
  "crit_chain": "ha_1 > and3_4 > or4b_1 > a222oi_1 > buf_4 > mux2i_1 > a21o_4 > mux2i_1 > a22oi_2 > a31oi_1",
  "stdcell_area_sq_um": 2290,
  "hp-class": "flip-flop to flip-flop",
  "ff_type": "dfxtp_1",
  "wirelength_um": 3470,
  "status": "completed",
  "finClkSkew_ns": 0.00530,
  "post-route-util_pct": 47.3,
  "drc": 0,
  "top_cells_by_area": "dfxtp_1 24%, edfxtp_1 12%, fa_1 7.7%",
  "crit_type": "flip-flop to flip-flop",
  "hpwl_um": 2630,
  "die_x_um": 73.9,
  "required_ns": 4.74,
  "io_buffers": 10,
  "fp.coreArea_sq_um": 4850,
  "crit_slowest_cell": "or4b_1",
  "clock-sinks": 33,
  "n_antenna_cell": 0,
  "mi_logic_area_sq_um": 1210,
  "max_freq_mhz": 311,
  "routedWlPerCell_um": 11.7,
  "syn_area_per_cell_sq_um": 9.58,
  "place.gp.congestion": 0.818,
  "hold_violations": 0,
  "period_used_pct": 69.8,
  "cts.clk_slew.worst_paths_ns": 0.06,
  "grt-ovfl-total": 0,
  "drive_gt1_share_pct": 5.68,
  "grt_first_pass_wirelength_um": 5950,
  "final.setup.tns_ns": 0,
  "edf_count": 8,
  "clock_path_buffers": 2,
  "cts_made_buffers": 5,
  "totalPowerFinal_mw": 0.733,
  "cts_tree": "done",
  "syn_to_final_growth_pct": 10.7,
  "top_cell_area_share_pct": 24.2,
  "fill_cells": 473,
  "fin_crit_ns": 3.21,
  "ios": 116,
  "drtPass1Iterations": 4,
  "postSynthCellCount": 216,
  "cp-end-kind": "flip-flop",
  "grt_max_degree": 15,
  "worst_slew_pin_slew_ns": 0.604,
  "cp_slowest_stage_delay_ns": 0.47,
  "setup_viol": 0,
  "common_cells": "25 x dfxtp_1, 25 x nor2_1, 18 x xnor2_1",
  "grt_pass1_vias": 1225,
  "ys.flops": 33,
  "ctsHoldBuffers": 0,
  "yosysWarnings": 4,
  "leakagePower_nw": 0.949,
  "crit_path_start_kind": "flip-flop",
  "cp_common_cell": "mux2i_1"
}
path summary, 6_finish.rpt:
path,endpoint,cells past startpoint,slack (ns),start
max,C_adr[0],10,1.39,X_adr[1]
min,X_adr[0],1,0.52,X_adr[0]
max reg2reg,C_adr[0],10,1.39,X_adr[1]
min reg2reg,X_adr[0],1,0.52,X_adr[0]
power by group:
part	switching [mW]	leakage, nW	internal [mW]
clock network	0.0964	0.0455	0.122
registers	0.0191	0.285	0.319
logic	0.0956	0.619	0.0806
total	0.211	0.949	0.522
registers in the layout, indices dropped and copies added (netlist names):
register	count
maxpoolingdone	1
Y_adr	8
X_adr	8
C_adr	8
adrressout	8
through the flow:
step	hold WS [ns]	instances
6_report	0.520	296
5_1_grt	0.551	296
2_1_floorplan	0.460	223
3_3_place_gp	0.488	288
4_1_cts	0.519	296
3_5_place_dp	0.504	288
final cells by class:
class,instances,share of cell area [%]
Sequential cell,33,32.3
Tap cell,67,3.66
Multi-Input combinational cell,162,52.9
Inverter,15,2.46
Timing Repair Buffer,11,4.70
Clock buffer,8,3.93
layout by cell type, fill, tap and decap left out, drive strengths merged, types with 7 or more instances in the layout:
cell,count
conb,9
inv,15
fa,8
ha,10
nor2,25
nand2,13
clkdlybuf4s50,10
xnor2,18
a31oi,8
clkbuf,8
dfxtp,25
a21oi,7
edfxtp,8
xor2,15
cells by family (layout without fill, tap and decap cells):
family | after synthesis | in the layout | synth area share [%]
compound gates | 30 | 30 | 10.8
mux | 5 | 5 | 2.42
buf+inv | 28 | 34 | 6.89
simple gates | 67 | 67 | 16.0
xor+xnor | 33 | 33 | 14.0
flops | 33 | 33 | 35.8
other cells | 2 | 9 | 0.363
fa+ha+maj | 18 | 18 | 13.8
worst reg2reg max path: cells and delay by family (launching register included):
kind / cells / cell delay, ns
flip-flops: 1 / 0.39
AND/OR/NAND/NOR: 2 / 0.65
multiplexers: 2 / 0.47
buffers and inverters: 1 / 0.24
AND-OR/OR-AND: 4 / 1.07
adder cells (fa/ha/maj): 1 / 0.26
metal layers:
| metal | routed length [um] | vias to the layer above | part of all wire (%) | GRT usage (%) |
|---|---|---|---|---|
| li1 | - | 745 | - | - |
| met1 | 1830 | 634 | 53 | 23.2 |
| met2 | 1480 | 25 | 43 | 21.8 |
| met3 | 122 | 4 | 3.5 | 2.61 |
| met4 | 38 | 0 | 1.1 | 1.50 |
| met5 | 0 | - | 0 | 0 |
Power figures rest on the tool's default switching activity, not on a simulated workload.
